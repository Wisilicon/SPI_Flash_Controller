==> design.v <==
`timescale 1ns / 1ps
module axi_slave #(
    parameter C_AXI_ID_WIDTH   = 4,
    parameter C_AXI_DATA_WIDTH = 32,
    parameter C_AXI_ADDR_WIDTH = 32,
    parameter SLAVE_ADDR       = 8'h00   
)
(
    input  wire                      S_ACLK,
    input  wire                      S_ARESETN,
    input  wire [C_AXI_ID_WIDTH-1:0]   S_AWID,
    input  wire [C_AXI_ADDR_WIDTH-1:0] S_AWADDR,
    input  wire [2:0]                  S_AWPROT,
    input  wire [7:0]                  S_AWLEN,
    input  wire                        S_AWVALID,
    output reg                         S_AWREADY,
    input  wire [C_AXI_DATA_WIDTH-1:0]     S_WDATA,
    input  wire [(C_AXI_DATA_WIDTH/8)-1:0] S_WSTRB,
    input  wire                            S_WVALID,
    output reg                             S_WREADY,
    output reg [C_AXI_ID_WIDTH-1:0] S_BID,
    output reg [1:0]                S_BRESP,
    output reg                      S_BVALID,
    input  wire                     S_BREADY,
    input  wire [C_AXI_ID_WIDTH-1:0]   S_ARID,
    input  wire [C_AXI_ADDR_WIDTH-1:0] S_ARADDR,
    input  wire [2:0]                  S_ARPROT,
    input  wire [7:0]                  S_ARLEN,
    input  wire                        S_ARVALID,
    output reg                         S_ARREADY,
    output reg [C_AXI_ID_WIDTH-1:0]    S_RID,
    output wire [C_AXI_DATA_WIDTH-1:0] S_RDATA,
    output reg [1:0]                   S_RRESP,
    output reg                         S_RLAST,
    output reg                         S_RVALID,
    input  wire                        S_RREADY,
    output wire                      raxi_rvalid,
    output wire                      raxi_wvalid,
    input  wire                      raxi_ready,
    output wire [31:0]               raxi_address,
    output wire [31:0]               raxi_wdata,
    input  wire [31:0]               raxi_rdata
);
reg [7:0] data_count;
reg [2:0] state;
localparam IDLE = 3'd0, WRITE_ADDR = 3'd1, WRITE_DATA = 3'd2, WRITE_RESP = 3'd3, READ_ADDR = 3'd4, READ_DATA = 3'd5;
assign raxi_rvalid = S_RVALID & S_RREADY;
assign raxi_wvalid = S_WVALID & S_WREADY;
assign raxi_address = (state==WRITE_DATA) ? S_AWADDR : S_ARADDR;
assign raxi_wdata = S_WDATA;
assign S_RDATA = raxi_rdata;
always @(posedge S_ACLK) begin
    if (!S_ARESETN) begin
        state      <= IDLE;
        S_AWREADY  <= 1'b0;
        S_WREADY   <= 1'b0;
        S_BVALID   <= 1'b0;
        S_BRESP    <= 2'b00;
        S_BID      <= {C_AXI_ID_WIDTH{1'b0}};
        S_ARREADY  <= 1'b0;
        S_RVALID   <= 1'b0;
        S_RRESP    <= 2'b00;
        S_RLAST    <= 1'b0;
        S_RID      <= {C_AXI_ID_WIDTH{1'b0}};
        data_count <= 0;
    end else begin
        case(state)
            IDLE: begin
                S_AWREADY <= S_AWVALID && (S_AWADDR[31:24]==SLAVE_ADDR);
                S_ARREADY <= ~S_AWREADY && S_ARVALID && (S_ARADDR[31:24]==SLAVE_ADDR);
                if (S_AWREADY) state <= WRITE_ADDR;
                else if (S_ARREADY) state <= READ_ADDR;
            end
            WRITE_ADDR: begin
                S_AWREADY <= 1'b0;
                S_WREADY  <= 1'b1;
                state     <= WRITE_DATA;
                data_count<= 0;
            end
            WRITE_DATA: begin
                if (S_WVALID && S_WREADY) begin
                    if (data_count == S_AWLEN) begin
                        S_WREADY <= 1'b0;
                        state    <= WRITE_RESP;
                        S_BID    <= S_AWID;
                        S_BRESP  <= 2'b00;
                        S_BVALID <= 1'b1;
                    end else data_count <= data_count + 1;
                end
            end
            WRITE_RESP: begin
                if (S_BVALID && S_BREADY) begin
                    S_BVALID <= 1'b0;
                    state    <= IDLE;
                end
            end
            READ_ADDR: begin
                S_ARREADY <= 1'b0;
                S_RVALID  <= 1'b1;
                S_RRESP   <= 2'b00;
                S_RID     <= S_ARID;
                state     <= READ_DATA;
                data_count<= 0;
            end
            READ_DATA: begin
                if (S_RVALID && S_RREADY) begin
                    S_RLAST <= (data_count == S_ARLEN);
                    if (data_count == S_ARLEN) begin
                        S_RVALID <= 1'b0;
                        S_RLAST  <= 1'b0;
                        state    <= IDLE;
                    end else data_count <= data_count + 1;
                end
            end
        endcase
    end
end
endmodule
==> run.sh <==
#!/bin/bash
# OpenROAD 26Q1-2900-gdf79404cd8, Yosys 0.63+post, stock flow scripts
make -C /OpenROAD-flow-scripts/flow DESIGN_CONFIG=/design/flow/config.mk WORK_HOME=/design/flow/orfs finish
==> config.mk <==
export PLATFORM = sky130hd
export DESIGN_NAME = axi_slave
export DESIGN_NICKNAME = axi_slave
export VERILOG_FILES = /design/flow/design.v
export SDC_FILE = /design/flow/constraint.sdc
export NUM_CORES = 4
export LEC_CHECK = 1
export CORE_AREA = 10 10 118 118
export DIE_AREA = 0 0 128 128
==> constraint.sdc <==
current_design axi_slave

set clk_period 5.5
set clk_io_pct 0.2

create_clock -name clk0 -period $clk_period [get_ports {S_ACLK}]

set non_clock_inputs [all_inputs -no_clocks]
set_input_delay [expr $clk_period * $clk_io_pct] -clock clk0 $non_clock_inputs
set_output_delay [expr $clk_period * $clk_io_pct] -clock clk0 [all_outputs]
==> Changelog: implementation <==
## Flow update

* Slew headroom at 43.8%
* Tightest hold margin at 503 ps
* Layout cells sized above 1 at 13.4%
* Mapped Area at 2410 µm²
* Dominant cell area share at 22.4%
* Endpoint class of the critical path: output port
* Clock sink count at 27
* Crit-path most repeated cell: clkdlybuf4s50_1
* Io pins at 286
* Max VDD drop at 0.112 mV
* Buf+Inv Stages, Crit Path at 3
* Synthesis area per yosys at 2410 µm²
* Placer Congestion at 0.818
* Synth Seq Share at 22.4%
* Largest delay contributor family on the critical path: buffers and inverters
* RSZ-0062 raised after global routing: no
* Critical-path cell with the highest stage delay: clkdlybuf4s50_1
* Max Clk Rate at 0.292 GHz
* Final Cycle Share at 62.2%
* Initial DRC Count at 89
* Clock tree buffer depth at 2
* Largest net degree at the start of global routing at 33
* DRT Pass-1 Iters at 4
* Final wirelength at 8720 µm
* DRC Markers at 0
* Post-route ant nets at 0
* PD cells at 137 nW/µm²
* Final slew viol count at 0
* Dpl hpwl at 7320 µm
* Yosys cell count at 286
* Pleak at 1.27 nW
* Clock Skews at 1.26 ps
* Log Warnings at 36
* Synth cell count leaders: 69 x buf_4, 32 x mux2_2, 27 x dfxtp_1
* Cells along the critical path: clkdlybuf4s50_1 -> nand2_1 -> inv_1 -> clkdlybuf4s50_1
* Setup slack at placement at 2090 ps
* Worst R2R Setup Slack at 3350 ps
* Synth top area cells: dfxtp_1 22%, buf_4 21%, mux2_2 15%
* Tmin final at 3420 ps
* Least-Margin Pin Slew at 837 ps
* Hold crit path type: register to register
* Registers, synthesis at 27
* Vias in the first global route at 2392
* Worst Path Required at 4400 ps
* EDFF count, synth at 0
* Top-count cell post-synth: buf_4
* Logic area at 1290 µm²
* Critical path type: primary input to output port
* Yosys warns at 1
* Post-CTS sizing at 0
* Vias post-DR at 2222
* Global-route wire length before repair at 13200 µm
* Cell row count at 39
* CTS Hold Bufs at 0
* Filler Cell Count at 1201
* # setup viols final at 0
* CP max FO at 5
* CTS buffer count at 3
* H-tree depth at 1
* Final setup TNS at 0 ps
* Finished Layout Cells at 500
* Post-DP Area at 3470 µm²
* Final instance area at 3550 µm²
* Skew-Pair Late Insertion Delay at 260 ps
* Leading area contributor after synthesis: dfxtp_1
* Crit-path max cell delay at 490 ps
* Clock root buffer: clkbuf_16
* Post-placement cell count at 496
* Die area at 16400 µm²
* Syn Inst Count at 286
* Avg Vias per Cell at 4.44
* Total GRT Usage at 10.1%
* N_diodes at 0
* Max-capacitance violation count at 0
* Main flop type after synthesis: dfxtp_1
* Worst setup margin at 2080 ps
* CTS tree: done
* WP data arrival at 2320 ps
* Die y size at 128 µm
* Status: finished, final reports clean
* Endpoints failing hold at 0
* Core area at 11400 µm²
* Nature of the critical path startpoint: primary input
* Tot Pwr at 0.484 mW
* Synth cell types at 48
* Clk pin slew, worst setup/hold paths at 70 ps
* Floorplan Utilization at 21.1%
* Post-DR wirelength/cell at 17.4 µm
* Synthesized area per cell at 8.43 µm²
* Width of the chip at 128 µm
* P&R area growth vs syn at 47.2%
* Post-CTS Setup Repair Bufs at 0
* PortBufs at 141
* Initial antenna violation count at 0
* Post-layout util at 31.1%
* Async S/R FF share, synth at 0%
* Register area at 542 µm²
* GR Overflow Total at 0
-- worst paths after layout --
| path | start | end | cells after the start |
|---|---|---|---|
| min reg2reg | S_RVALID$_SDFFE_PN0P_ | S_RVALID$_SDFFE_PN0P_ | 2 |
| min | S_RVALID$_SDFFE_PN0P_ | S_RVALID$_SDFFE_PN0P_ | 2 |
| max | S_RREADY | raxi_rvalid | 4 |
| max reg2reg | data_count[4]$_SDFFE_PN0P_ | data_count[2]$_SDFFE_PN0P_ | 5 |
-- sequential cells by signal, summed over array words and instances, names as in the netlist --
signal and count:
S_AWREADY 1, S_BID 4, state 6, S_RID 4, S_WREADY 1, S_BVALID 1
S_RVALID 1, S_ARREADY 1, data_count 8
-- cells in the final DEF (no fill, tap or decap), drive strengths merged, types with 4 or more instances in the layout --
| master | n |
|---|---|
| conb | 5 |
| mux2i | 8 |
| xnor2 | 8 |
| nand2 | 25 |
| nor2b | 6 |
| nand3 | 4 |
| nor2 | 10 |
| a211oi | 6 |
| nor4 | 4 |
| clkdlybuf4s50 | 141 |
| o21ai | 6 |
| xor2 | 8 |
| o22ai | 7 |
| dfxtp | 27 |
| nor3 | 4 |
| a21oi | 5 |
| inv | 5 |
| mux2 | 32 |
| nand4 | 5 |
-- per-layer routing --
layer	vias to the layer above	track usage (%)	wire length, µm
li1	1075	-	-
met1	985	11.0	3150
met2	160	16.4	3990
met3	2	7.43	1580
met4	0	0.397	5
met5	-	0	0
-- power breakdown --
part | internal [mW] | switching, mW | leakage (nW)
registers | 0.195 | 0.000131 | 0.218
logic | 0.0925 | 0.0270 | 1.01
clock network | 0.0982 | 0.0711 | 0.0409
-- logic make-up (layout without fill, tap and decap cells) --
group	after synthesis	in the layout	share of synthesized area, %
other cells	1	5	0.156
mux	40	40	18.3
buf+inv	87	154	24.7
compound gates	39	39	11.6
flops	27	27	22.4
xor+xnor	16	16	5.82
fa+ha+maj	1	1	0.519
simple gates	75	75	16.6
-- tightest hold or removal path, stage by stage (launching register included) --
cell	delay [ps]
dfxtp_1	320
o21ai_0	70
a21oi_1	60
-- cell type report --
cell class / instances / share of cell area [%]
Clock buffer: 3 / 2.12
Multi-Input combinational cell: 176 / 36.4
Inverter: 6 / 0.635
Tap cell: 143 / 5.04
Sequential cell: 27 / 15.3
Clock inverter: 1 / 0.141
Timing Repair Buffer: 144 / 40.4
Power is estimated from default activity; no workload was simulated.
